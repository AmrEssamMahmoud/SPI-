===== /design/flow/run.sh =====
#!/bin/bash
# OpenROAD 26Q1-2900-gdf79404cd8, Yosys 0.63+post, stock flow scripts
make -C /OpenROAD-flow-scripts/flow DESIGN_CONFIG=/design/flow/config.mk WORK_HOME=/design/flow/orfs finish

===== /design/flow/config.mk =====
export PLATFORM = sky130hd
export DESIGN_NAME = spi_wrapper
export DESIGN_NICKNAME = spi_wrapper
export VERILOG_FILES = /design/flow/design.v
export SDC_FILE = /design/flow/constraint.sdc
export NUM_CORES = 4
export LEC_CHECK = 1
export CORE_UTILIZATION = 50

===== /design/flow/design.v =====
module ram (din, rx_valid, clk, rst_n, dout, tx_valid);
    parameter MEM_DEPTH = 256;
    parameter ADDR_SIZE = 8;
    input[9:0] din;
    input rx_valid, clk, rst_n;
    output reg[7:0] dout;
    output reg tx_valid;
    reg[7:0] write_addr, read_addr;
    reg[ADDR_SIZE-1:0] mem [MEM_DEPTH-1:0];
    always@(posedge clk) begin
        if (!rst_n) begin
            dout <= 0;
            tx_valid <= 0;
            write_addr <= 0;
            read_addr <= 0;
        end
        else if (din[9:8] == 2'b11) begin
            dout <= mem[read_addr];
            tx_valid <= 1;
        end
        else if (rx_valid) begin
            case (din[9:8])
                2'b00 : write_addr <= din[7:0];  
                2'b01 : mem[write_addr] <= din[7:0];
                2'b10 : read_addr <= din[7:0];
            endcase
            tx_valid <= 0;
        end
    end
endmodule
module spi (
    MOSI,MISO,SS_n,clk,rst_n,rx_data,rx_valid,tx_data,tx_valid
);
    input MOSI,SS_n,clk,rst_n,tx_valid;
    output reg MISO,rx_valid;
    input [7:0] tx_data;
    output reg [9:0] rx_data;
    reg get_data;
    reg [4:0]counter;
    reg [9:0] temp;
    parameter IDLE = 0;
    parameter CHK_CMD = 1;
    parameter WRITE = 2;
    parameter READ_ADD = 3;
    parameter READ_DATA = 4;
    (* fsm_encoding = "sequential" *)    
    reg [2:0] cs,ns;
    always @(posedge clk or negedge rst_n) begin
        if (~rst_n) begin
            cs<= IDLE;
         end
        else 
            cs<= ns;    
    end
    always @(cs or SS_n or MOSI ) begin
        case (cs)
            IDLE :begin
                if (~SS_n)
                    ns= CHK_CMD;
                else
                    ns= IDLE;
            end
            CHK_CMD :begin
                if (SS_n==0 && MOSI==0)
                    ns=  WRITE ;
                else if (SS_n==0 && MOSI==1 && get_data==1)
                    ns= READ_DATA ;
                else if (SS_n==0 && MOSI==1 && get_data==0) 
                    ns= READ_ADD;
                else if (SS_n) 
                 ns= IDLE; 
            end
            WRITE :begin
                if (~SS_n)
                    ns= WRITE ;
                else 
                    ns= IDLE ;    
            end
            READ_ADD : begin
                if (~SS_n)
                    ns= READ_ADD ;
                else
                    ns= IDLE ;
            end 
            READ_DATA : begin
                if (~SS_n)
                    ns= READ_DATA ;
                else
                    ns= IDLE ;
            end                 
        endcase
    end
    always@(posedge clk) begin
        if (!rst_n) 
            MISO <= 0;
        else begin
            case (cs)
                IDLE : begin
                        rx_valid <= 0;
                        counter <= 0;
                        MISO <= 0;
                end
                WRITE : begin
                    if (counter < 11) begin
                        temp <= {temp[8:0], MOSI};
                        if (counter == 10) begin
                            rx_data <= temp;
                            rx_valid <= 1;
                        end
                        else 
                            counter <= counter + 1;
                    end
                end
                READ_ADD : begin
                    if (counter < 11) begin
                        temp <= {temp[8:0], MOSI};
                        if (counter == 10) begin
                            rx_data <= temp;
                            rx_valid <= 1;
                            get_data <= 1;
                        end
                        else 
                            counter <= counter + 1;
                    end
                end
                READ_DATA : begin
                    if (counter < 20) begin
                        temp <= {temp[8:0], MOSI};
                        if (counter == 10)
                            rx_data <= temp;
                        if (tx_valid)
                            MISO <= tx_data[19-counter];
                        if (counter == 19)
                            get_data <= 0;
                        else 
                            counter <= counter + 1;
                    end
                end  
            endcase
        end
    end
    endmodule
module spi_wrapper (MOSI,MISO,SS_n,clk,rst_n);
input MOSI,SS_n,clk,rst_n;
output MISO ;
wire [9:0] rx_data;
wire rx_valid,tx_valid;
wire [7:0] tx_data ;
spi slave (MOSI,MISO,SS_n,clk,rst_n,rx_data,rx_valid,tx_data,tx_valid);
ram mem (rx_data,rx_valid,clk,rst_n,tx_data,tx_valid);
endmodule

===== /design/flow/constraint.sdc =====
current_design spi_wrapper

set clk_period 57.2
set clk_io_pct 0.2

create_clock -name clk0 -period $clk_period [get_ports {clk}]

set non_clock_inputs [all_inputs -no_clocks]
set_input_delay [expr $clk_period * $clk_io_pct] -clock clk0 $non_clock_inputs
set_output_delay [expr $clk_period * $clk_io_pct] -clock clk0 [all_outputs]

==> impl_metrics.json <==
{
  "status": "finished clean",
  "vias": 41400,
  "crit_path_start": "rst_n",
  "viasPerCell": 6.33,
  "routedWlPerCell_um": 35.3,
  "boundaryPins": 5,
  "ys.flops": 2107,
  "cts_inserted_buffers": 207,
  "fp_util_pct": 50.5,
  "yosys_cells": 4054,
  "ctsHoldBuffers": 0,
  "edf_count": 2075,
  "cts_tree": "done",
  "ant_nets": 0,
  "antenna_found_initial": 4,
  "regToRegEndpoint": "mem.dout[5]",
  "place.port_buffers": 4,
  "cts_root_buffer": "clkbuf_16",
  "synth.avg_cell_area_sq_um": 20.3,
  "ir_drop_mv": 0.0302,
  "setup.worst_path.start_class": "input pin",
  "p_leak_nw": 27.5,
  "synth_async_sr_flop_share_pct": 0.142,
  "drive_above_1_share_pct": 19.7,
  "dieArea_sq_um": 166000,
  "period_needed_ns": 14.42,
  "routed_wirelength_mm": 231,
  "gp_congestion": 0.973,
  "lay_top_cells": "2075 x edfxtp_1, 346 x mux4_2, 302 x mux2i_1, 290 x nor2_1, 209 x clkbuf_16",
  "cts_resized": 0,
  "hold_violations": 0,
  "worstRegToRegCells": 9,
  "rsz0062_at_grt": "no",
  "grt_pass1_vias": 46000,
  "hold_class": "reg -> reg",
  "tightest_slew_ns": 1.11,
  "required_ns": 57.66,
  "hpwl_mm": 144,
  "untimed_endpoints": 6,
  "max_cap_violations": 0,
  "rows": 148,
  "worst-setup-path-type": "in -> reg",
  "die_x_um": 408,
  "clockBufferDepth": 3,
  "arrival_ns": 14.88,
  "synth_area_sq_um": 82400,
  "worstSetupEndpointType": "register",
  "p_total_mw": 3.09,
  "fp.coreArea_sq_um": 163000,
  "area_growth_syn_to_layout_pct": 11.4,
  "crit_end": "mem.mem[239][7]",
  "drt_iter0_drc": 3073,
  "grt_start_max_net_pins": 97,
  "ys_warn_count": 4,
  "die-height_um": 408,
  "p_per_area_nw_per_um2": 33.6,
  "r2r-start": "mem.read_addr[0]",
  "reg2reg_slack_ns": 51.81,
  "h-tree-depth": 4,
  "setup_viol": 0,
  "synthCells": 4054,
  "slew_viol_final": 0,
  "overflow": 0,
  "worstPathMaxFanout": 27,
  "grt_pass1_wl_mm": 330,
  "warning_count": 29,
  "clk_latency_ns": 0.85,
  "unclocked_regs": 3,
  "fin_skew_ns": 0.0471,
  "firstDrtPassIters": 5,
  "drc_errors": 0,
  "synth_cell_type_count": 69,
  "max-slew-margin-rel_pct": 26.0,
  "fin_setup_tns_ns": 0,
  "post_cts_buffers": 0,
  "clkTransAtPathRegs_ns": 0.06,
  "ys.flop_type": "edfxtp_1",
  "max_freq_mhz": 69.4,
  "grt_usage_pct": 31.7,
  "yosysChipArea_sq_um": 82400,
  "layout_top_cell": "edfxtp_1",
  "fin_crit_sh_pct": 25.2
}
## final cells by class
type	count	area (sq um)
repair buffers	161	1360
flip-flops and latches	2107	63000
inverters	8	32.5
clock buffers	245	5380
multi-input cells	1703	17700
well taps	2175	2720
fillers	11900	71300
clock inverters	144	1660
diodes	2	5.00
## cells in the mapped netlist (19+ instances only)
cell | instances | area [sq um]
edfxtp_1 | 2075 | 62300
mux4_2 | 346 | 7790
mux2i_1 | 302 | 3020
nor2_1 | 292 | 1100
nand2_1 | 134 | 503
o22ai_1 | 110 | 688
clkbuf_1 | 85 | 319
buf_2 | 57 | 285
a21oi_1 | 56 | 280
o221ai_1 | 49 | 429
mux4_1 | 48 | 1260
a22oi_1 | 45 | 338
a211oi_1 | 43 | 323
o21ai_0 | 42 | 210
nand3_1 | 33 | 165
nor2b_1 | 31 | 194
nor3_1 | 30 | 150
buf_6 | 26 | 293
dfxtp_1 | 26 | 521
buf_8 | 22 | 330
buf_4 | 19 | 143
## worst min-delay path by stage
stage / slack [ns] / from / endpoint / cells after the start
4_1_cts: 0.43 / slave.temp[9] / slave.rx_data[9] / 0
5_1_grt: 0.43 / slave.temp[9] / slave.rx_data[9] / 0
6_report: 0.43 / slave.temp[9] / slave.rx_data[9] / 0
## per-stage QoR
stage / hold WS (ns) / instance area, sq um / util [%] / setup WS, ns / cells
floorplan: 0.400 / 82400 / - / 44.13 / 4054
global placement: 0.403 / 84800 / 52.0 / 42.22 / 6154
detailed placement: 0.430 / 84800 / 52.0 / 42.17 / 6154
CTS: 0.430 / 91800 / 56.3 / 43.08 / 6543
global route: 0.435 / 91800 / 56.3 / 42.73 / 6544
finish: 0.426 / 91800 / 56.3 / 42.78 / 6545
## power by group
part / switching, mW / internal, mW / total [mW]
Clock: 0.589 / 0.803 / 1.39
Sequential: 0.000947 / 1.67 / 1.67
Combinational: 0.0160 / 0.00987 / 0.0258
Total: 0.606 / 2.48 / 3.09
## flip-flops by register name, indices dropped and copies added (netlist names)
name and cells:
slave.MISO 1, slave.rx_valid 1, mem.tx_valid 1, slave.temp 10, slave.counter 5, mem.mem 2048
slave.cs 3, mem.dout 8, slave.ns 3, mem.read_addr 8, slave.get_data 1, mem.write_addr 8
slave.rx_data 10
## layer usage
metal | routed length [um] | up-vias | GRT usage [%]
li1 | - | 17100 | -
met1 | 74000 | 20700 | 42.0
met2 | 105000 | 3162 | 42.9
met3 | 42700 | 455 | 25.1
met4 | 8800 | 22 | 9.08
met5 | 862 | - | 3.53
## critical path: stages
cell             delay, ns
clkdlybuf4s50_1       0.46
buf_4                 0.34
nand3_1               0.21
nor3_1                0.41
nand3_1               0.90
buf_4                 0.55
nor2_1                0.54
## cells by family (layout without fill, tap and decap cells)
logic type,count (synthesis),in the layout,share of synthesized area (%)
compound gates,408,408,3.45
xor+xnor,3,3,0.0319
fa+ha+maj,6,6,0.0911
buf+inv,244,558,2.21
flops,2104,2104,76.3
latches,3,3,0.0547
mux,704,704,14.8
other cells,0,2,0
simple gates,582,582,3.06
Power and IR drop assume default switching activity.
